[design/flow/constraint.sdc]
current_design drawer

set clk_period 3.4
set clk_io_pct 0.2

create_clock -name clk0 -period $clk_period

set non_clock_inputs [all_inputs -no_clocks]
set_input_delay [expr $clk_period * $clk_io_pct] -clock clk0 $non_clock_inputs
set_output_delay [expr $clk_period * $clk_io_pct] -clock clk0 [all_outputs]
[design/flow/run.sh]
#!/bin/bash
# OpenROAD 26Q1-2900-gdf79404cd8, Yosys 0.63+post, stock flow scripts
make -C /OpenROAD-flow-scripts/flow DESIGN_CONFIG=/design/flow/config.mk WORK_HOME=/design/flow/orfs finish
[design/flow/design.v]
	module drawer(clk,reset,video_on,bram_display,pixel_row,pixel_column,BRAM_PORTB_0_dout,BRAM_PORTB_1_dout,vga_red,vga_green,vga_blue,BRAM_PORTB_0_addr,BRAM_PORTB_0_en,BRAM_PORTB_1_addr,BRAM_PORTB_1_en);
	input clk,reset;
	input video_on;
	input [9:0] pixel_row;
	input [9:0] pixel_column;
	input bram_display;
	input [31:0] BRAM_PORTB_0_dout;
	input [31:0] BRAM_PORTB_1_dout;
 	output reg [3:0] vga_red;
	output reg [3:0] vga_green;
	output reg [3:0] vga_blue;
	output reg [31:0] BRAM_PORTB_0_addr;
	output BRAM_PORTB_0_en;
	output reg [31:0] BRAM_PORTB_1_addr;
	output BRAM_PORTB_1_en;
	parameter alive = 3864;  
	parameter dead = 2184;   
	wire [7:0] pixel_column_8bit;	
	assign pixel_column_8bit = pixel_column[9:2];
	assign BRAM_PORTB_0_en = ~bram_display;
	assign BRAM_PORTB_1_en = bram_display;
	always @ (*) begin      
	if(pixel_row < 112 || pixel_row > 366 || pixel_column_8bit < 48 || pixel_column_8bit > 110) begin
            vga_red <= 0;
            vga_green <= 0;
            vga_blue <= 0;
            BRAM_PORTB_0_addr <= {22'b0, pixel_row - 112};
            BRAM_PORTB_1_addr <= {22'b0, pixel_row - 112};
        end
        else begin
            if (bram_display == 0) begin
                if (pixel_column_8bit < 80) begin
                    BRAM_PORTB_0_addr <= {22'b0, pixel_row - 112};
                end
                else begin
                    BRAM_PORTB_0_addr <= {22'b0, pixel_row + 144};
                end
                if (BRAM_PORTB_0_dout[111-pixel_column_8bit] == 0) begin
                    vga_red <= dead[11:8];
                    vga_green <= dead[7:4];
                    vga_blue <= dead[3:0];
                end
                else begin
                    vga_red <= alive[11:8];
                    vga_green <= alive[7:4];
                    vga_blue <= alive[3:0];
                end
            end
            else begin
                if (pixel_column_8bit < 80) begin
                    BRAM_PORTB_1_addr <= {22'b0, pixel_row - 112};
                end
                else begin
                    BRAM_PORTB_1_addr <= {22'b0, pixel_row + 144};
                end
                if (BRAM_PORTB_1_dout[111-pixel_column_8bit] == 0) begin
                    vga_red <= dead[11:8];
                    vga_green <= dead[7:4];
                    vga_blue <= dead[3:0];
                end
                else begin
                    vga_red <= alive[11:8];
                    vga_green <= alive[7:4];
                    vga_blue <= alive[3:0];
                end
            end
        end               
	end  
endmodule
[design/flow/config.mk]
export PLATFORM = sky130hd
export DESIGN_NAME = drawer
export DESIGN_NICKNAME = drawer
export VERILOG_FILES = /design/flow/design.v
export SDC_FILE = /design/flow/constraint.sdc
export NUM_CORES = 4
export LEC_CHECK = 1
export CORE_AREA = 10 10 112 112
export DIE_AREA = 0 0 122 122
==> impl_metrics.json <==
{
  "multiInputGateArea_sq_um": 893.4,
  "synth_stat.cells": 198,
  "unconstrained_endpoints": 88,
  "yosysChipArea_sq_um": 1679,
  "io_pins": 166,
  "grt_max_degree": 22,
  "row_count": 37,
  "mostFrequentLayoutCell": "sky130_fd_sc_hd__clkdlybuf4s50_1",
  "required_time_of_the_worst_setup_path_ns": 2.72,
  "whs_ns": 2.224,
  "route.final.wire_length_mm": 6.763,
  "floorplan.initialDensity": 0.1641,
  "design.core.area_sq_um": 10230,
  "crit_chain": "dlygate4sd2_1 > and2_4 > buf_4 > a22oi_1 > nand3_1 > a311o_1 > a21oi_2 > buf_4 > buf_4 > dlygate4sd2_1",
  "p_leak_uw": 0.001410,
  "hold_class": "input pin to output port",
  "synth_cells": 198,
  "final_min_period_over_clock_period": 0.9549,
  "post-place-cells": 460,
  "p_total_uw": 245.1,
  "worstSetupEndpointType": "output port",
  "utilization": 0.3137,
  "initialDrtViolationCount": 38,
  "sequential_standard_cell_area_sq_um": 360.3,
  "detailed_route_drc_error_count": 0,
  "synth.yosys.warnings": 1,
  "place_hpwl_mm": 6.130,
  "final_hold_viol_count": 0,
  "post_synth.cell_area_avg_sq_um": 8.480,
  "arrival_ns": 2.57,
  "diodes": 0,
  "unclocked_pins": 24,
  "chipArea_sq_um": 14880,
  "timing.critical_path.mode_cell": "sky130_fd_sc_hd__buf_4",
  "netlist.area_leader.share": 0.2235,
  "tns_ns": 0,
  "grt_antenna_before_repair": 0,
  "synth.lib_cells_used.distinct": 33,
  "worstMarginPinSlew_ns": 0.8093,
  "synth.area.top_cells": "sky130_fd_sc_hd__buf_4 22%, sky130_fd_sc_hd__dlxtn_1 21%, sky130_fd_sc_hd__mux2i_1 20%",
  "globalRouteTotalUtil": 0.08214,
  "gr_overflow_total": 0,
  "unrepaired_setup_endpoints_after_global_routing": "no",
  "finish.cell_count_without_fillers": 462,
  "post-synth-top-area-cell": "sky130_fd_sc_hd__buf_4",
  "startpoint_to_endpoint_class_of_the_critical_path": "input pin to output port",
  "power.ir.vdd_worst_v": 0.00002874,
  "cp.buffers_inverters": 5,
  "die.size.x_microns": 122,
  "warnings": 40,
  "drive_gt1_frac": 0.1319,
  "largest_stage_delay_on_the_critical_path_ns": 0.35,
  "number_of_fill_cells": 1055,
  "status": "finished, final reports clean",
  "floorplan.die.height_microns": 122,
  "place_congestion": 0.7777,
  "first_global_vias": 1843,
  "worstPathMaxFanout": 5,
  "setup_viol": 0,
  "fmax_mhz": 308.0,
  "timing.final.max_slew_violations": 0,
  "pwr_density_cell_nw_per_um2": 76.36,
  "first_pass_iters": 4,
  "maxSlewHeadroom": 0.4584,
  "final_layout_top_logic_cells": "143 x sky130_fd_sc_hd__clkdlybuf4s50_1, 33 x sky130_fd_sc_hd__mux2i_1, 25 x sky130_fd_sc_hd__buf_4, 24 x sky130_fd_sc_hd__dlxtn_1, 11 x sky130_fd_sc_hd__a22oi_1",
  "crit_family": "buffers and inverters",
  "grt_pass1_wl_mm": 9.784,
  "post_drt_wl_per_cell_microns": 14.64,
  "vias": 1729,
  "numSynthFlops": 24,
  "antenna_left": 0,
  "viasPerCell": 3.742,
  "mapped_area_sq_um": 1679,
  "buffer_ports.inserted": 156,
  "max-cap-violations": 0,
  "post_synthesis_to_final_layout_area_growth_pct": 91.13,
  "slowest_stage_cell_cp": "sky130_fd_sc_hd__a311o_1",
  "critical_path.startpoint_type": "input pin",
  "timing.final.crit_period_ns": 3.247
}
synth_stat cells (all sizes together):
cell type / n
buf: 56
mux2i: 33
dlxtn: 24
a22oi: 12
nand2: 10
inv: 8
nor2: 8
a21oi: 6
ha: 5
nand3: 5
xor2: 5
a31oi: 3
and3: 3
nor4: 3
a311o: 2
clkbuf: 2
nor2b: 2
a31o: 1
and2: 1
conb: 1
nand2b: 1
nand3b: 1
nand4: 1
o211ai: 1
o21ai: 1
o22ai: 1
o41ai: 1
xnor2: 1
metrics by stage:
step	worst slack (ns)	instance area, sq um
5_1_grt	0.01904	3209
2_1_floorplan	0.6298	1694
3_5_place_dp	-0.2783	3159
6_report	0.1533	3209
3_3_place_gp	-0.2881	3159
4_1_cts	0.02321	3178
report_power, final:
part	total (uW)	switching [uW]	internal, uW
logic	234	84.7	150
clock network	0	0	0
registers	10.7	0.349	10.4
total	245	85.1	160
timing repair:
action / CTS / global route
gates resized: 20 / 10
hold buffers: 0 / 0
setup endpoints to repair: 7 / 1
pin swaps: 5 / 2
buffers inserted: 2 / 0
flip-flops by register name, summed over array words and instances, names as in the netlist:
name and cells:
BRAM_PORTB_0_addr 12, BRAM_PORTB_1_addr 12
cell families after synthesis:
| family | after synthesis | share of synthesized area |
|---|---|---|
| buf+inv | 66 | 0.2884 |
| simple gates | 35 | 0.1021 |
| mux | 33 | 0.1967 |
| compound gates | 28 | 0.1274 |
| latches | 24 | 0.2146 |
| xor+xnor | 6 | 0.03130 |
| fa+ha+maj | 5 | 0.03726 |
| other cells | 1 | 0.002233 |
final timing paths:
kind / from / cells past startpoint / to
hold / removal: pixel_column[3] / 7 / vga_green[3]
setup / recovery: pixel_column[4] / 10 / vga_red[0]
metal layers:
layer | share of wire | global-route usage
met5 | 0 | 0
met4 | 0 | 0
met3 | 0.090 | 0.01737
met2 | 0.54 | 0.1625
met1 | 0.37 | 0.09192
final cells by class:
class | count | share of cell area
Sequential cell | 24 | 0.1123
Timing Repair Buffer | 182 | 0.5470
Inverter | 8 | 0.009357
Tap cell | 136 | 0.05302
Multi-Input combinational cell | 112 | 0.2784
