==> design.v <==
module dtg(
	input				clock, rst,
	output	reg			horiz_sync, vert_sync, video_on,		
	output	reg	[9:0]	pixel_row, pixel_column
);
parameter
		HORIZ_PIXELS = 512,  HCNT_MAX  = 799, HCNT_END = 699, 		
		HSYNC_START  = 659,  HSYNC_END = 755,
		VERT_PIXELS  = 480,  VCNT_MAX  = 524,
		VSYNC_START  = 493,  VSYNC_END = 494;
always @(posedge clock) begin
	if (rst) begin
		pixel_column <= 0;
		pixel_row    <= 0;
		horiz_sync   <= 0;
		vert_sync    <= 0;
		video_on     <= 0;
	end
	else begin
		if (pixel_column == HCNT_MAX)	
			pixel_column <= 10'd0;
		else	
			pixel_column <= pixel_column + 10'd1;
		if ((pixel_row >= VCNT_MAX) && (pixel_column >= HCNT_MAX))
			pixel_row <= 10'd0;
		else if (pixel_column == HCNT_MAX)
			pixel_row <= pixel_row + 10'd1;
		horiz_sync <=  ~((pixel_column >= HSYNC_START) && (pixel_column <= HSYNC_END));
		vert_sync <= ~((pixel_row >= VSYNC_START) && (pixel_row <= VSYNC_END));
		video_on <= ((pixel_column < HORIZ_PIXELS) && (pixel_row < VERT_PIXELS));
	end
end  
endmodule
==> run.sh <==
#!/bin/bash
# OpenROAD 26Q1-2900-gdf79404cd8, Yosys 0.63+post, stock flow scripts
make -C /OpenROAD-flow-scripts/flow DESIGN_CONFIG=/design/flow/config.mk WORK_HOME=/design/flow/orfs finish
==> config.mk <==
export PLATFORM = sky130hd
export DESIGN_NAME = dtg
export DESIGN_NICKNAME = dtg
export VERILOG_FILES = /design/flow/design.v
export SDC_FILE = /design/flow/constraint.sdc
export NUM_CORES = 4
export LEC_CHECK = 1
export CORE_AREA = 10 10 84 84
export DIE_AREA = 0 0 94 94
==> constraint.sdc <==
current_design dtg

set clk_period 2.6
set clk_io_pct 0.2

create_clock -name clk0 -period $clk_period [get_ports {clock}]

set non_clock_inputs [all_inputs -no_clocks]
set_input_delay [expr $clk_period * $clk_io_pct] -clock clk0 $non_clock_inputs
set_output_delay [expr $clk_period * $clk_io_pct] -clock clk0 [all_outputs]
==> run summary <==
fresh numbers from the pnr run: first-pass GRT wire length 4.51 mm, hold path startpoint pixel_column[0], synthesized area 0.00123 mm2, Hold WC Path Type flop to flop, crit path max-delay cell type dfxtp_1, Post-Route Setup TNS 0 ns, cells on worst reg2reg path 5, flop-to-flop setup slack 0.86 ns, Hold Vio Cnt, Final 0, TritonCTS clock tree done, Seq cells post-synth 23, Critical Path Sink Type output pin, crit path cell chain clkdlybuf4s50_1, Iter 0 DRT Violations 95, Critical Path RT 2.08 ns, share of cells above drive strength 1 approximately an eighth, type of the worst setup path flop to output pin, Ys Warns 1, Reg clk slew, reported paths 0.08 ns, final wirelength about 2.7 mm, cells after synthesis 129, number of primary I/O pins 25, crit-path max cell delay 0.56 ns, count of tool warnings 29, Vias ~960, Placer Congestion 0.848, drt first pass iters 4, Worst Path Buf+Inv 1, P_leak 0.498 nW, FF-to-FF Start pixel_column[0], Num CTS Buffers 3, YS chip area between 0.001 and 0.0015 mm2, period utilization 72.8%, max-cap check violation count 0, DR vias/cell roughly 4.4, Area Overhead vs Synth 23.6%, Hold Path Sink pixel_column[0], post-cts hold buffer count 0, # fillers roughly 550, Startpoint Class flop, post-route ant nets 0, Die Span Y 94 um, die area 0.00884 mm2, clk latency late pin 0.26 ns, core area 0.00520 mm2, clock buffer depth 2, Slew Limit Headroom 70.0%, cells in synth_stat.txt 129, post-CTS sizing 0, drt drc 0, Final Util 29.2%, Row Count 26, GRT overflow 0, crit-path max FO 9, fp_density 23.6%, r2r endpoint pixel_row[8], most frequent logic cells in the routed design clkdlybuf4s50_1, dfxtp_1, nor2_1, largest net degree at the start of global routing 14, Post-CTS Setup Bufs 0, FMAX 528 MHz, gr usage total approximately 6.1%, CTS Sinks 23, initial antenna violation count 0, Seq/Total Area, Yosys 37.4%, Cells on Worst Hold Path 1, CP delay by family, top flip-flops, PwrDens 404 mW/mm2, RSZ-0062 raised after global routing no, Avg WL per Cell 12.5 um, VDD IR max 159 uV, Max Clock Skew 0.00431 ns, Slew @ Worst Pin 0.450 ns, final slew viol count 0, Post-Syn Area per Cell 9.53 um2, Final min period 1.89 ns, status finished, final reports clean, H-tree depth 1, number of port buffers 24, post-DP HPWL 2.03 mm, most used logic cell in the final layout clkdlybuf4s50_1, Clock Tree Root clkbuf_8, Antenna diodes 0, Unique cell types 36, endpoints failing setup 0, Die X 94 um, WP data arrival 1.37 ns, vias in the first global route 886
[per-stage QoR]
stage / area (um2) / worst slack [ns] / total power [mW] / instances / hold slack (ns)
after global routing: 1520 / 0.621 / 0.645 / 219 / 0.509
final: 1520 / 0.707 / 0.614 / 219 / 0.476
after CTS: 1520 / 0.688 / 0.624 / 219 / 0.483
after floorplan: 1230 / 1.06 / 0.387 / 129 / 0.426
after detailed placement: 1470 / 0.838 / 0.402 / 215 / 0.467
after global placement: 1470 / 0.831 / 0.402 / 215 / 0.449
[routing by layer]
metal	GRT usage, %	wire length [um]	vias to the layer above
met5	0	0	-
met4	1.27	40	0
met3	1.94	233	2
met2	8.47	1200	29
met1	9.03	1260	441
li1	-	-	486
[final cells by class]
class | instances | area (um2) | area share, %
inverter | 6 | 22.5 | 1.48
sequential | 23 | 460 | 30.3
tap | 70 | 87.6 | 5.76
clock inverter | 1 | 5.00 | 0.329
timing repair buffer | 24 | 240 | 15.8
multi-input combinational | 92 | 663 | 43.6
clock buffer | 3 | 41.3 | 2.72
[state kept, by name, indices dropped and copies added, names as in the netlist]
| name | cells |
|---|---|
| pixel_row | 10 |
| horiz_sync | 1 |
| vert_sync | 1 |
| pixel_column | 10 |
| video_on | 1 |
[worst max-delay path by stage]
stage	from	to	slack [ns]	cells past startpoint
4_1_cts	pixel_column[9]	pixel_column[9]	0.69	1
5_1_grt	pixel_column[9]	pixel_column[9]	0.62	1
6_report	pixel_column[9]	pixel_column[9]	0.71	1
[cell usage after synthesis]
cell / count / area share (%)
a31oi_1: 2 / 1.0
xnor2_1: 10 / 7.1
and4_1: 1 / 0.71
dfxtp_1: 23 / 37
and2_1: 2 / 1.0
inv_1: 6 / 1.8
nor4_2: 2 / 2.0
a31o_2: 2 / 1.4
clkbuf_8: 2 / 2.2
nor4_4: 2 / 3.5
nand2_1: 3 / 0.92
nand2b_1: 1 / 0.51
nor2_1: 19 / 5.8
nor2b_1: 3 / 1.5
o31ai_1: 1 / 0.61
a21o_1: 1 / 0.61
and3_2: 1 / 0.61
mux2i_1: 1 / 0.81
a21oi_1: 3 / 1.2
o2111ai_1: 1 / 0.71
nand3_1: 7 / 2.8
ha_1: 5 / 5.1
or2_2: 1 / 0.51
nor3_1: 3 / 1.2
nand4_1: 6 / 3.1
nor3_4: 1 / 1.3
buf_4: 3 / 1.8
and3_1: 1 / 0.51
buf_6: 3 / 2.7
nor4_1: 1 / 0.51
a21oi_2: 2 / 1.4
xor2_1: 4 / 2.8
nor2_2: 3 / 1.5
or3_1: 1 / 0.51
nand4b_1: 1 / 0.71
nand4_4: 1 / 1.7
[power breakdown]
group	leakage [nW]	switching [mW]	internal (mW)
Sequential	0.187	0.00631	0.358
Clock	0.0255	0.114	0.107
Combinational	0.286	0.0118	0.0166
[cell families (layout without fill, tap and decap cells)]
| family | after synthesis | count (layout) | share of synthesized area (%) |
|---|---|---|---|
| mux | 1 | 1 | 0.814 |
| fa+ha+maj | 5 | 5 | 5.09 |
| buf+inv | 14 | 34 | 8.65 |
| simple gates | 60 | 60 | 31.0 |
| xor+xnor | 14 | 14 | 9.97 |
| compound gates | 12 | 12 | 7.02 |
| flops | 23 | 23 | 37.4 |
No activity file was given, so power comes from the tool's default toggle rates.
